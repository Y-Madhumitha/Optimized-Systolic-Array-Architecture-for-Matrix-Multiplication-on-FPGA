<file path="design/flow/config.mk">
export PLATFORM = sky130hd
export DESIGN_NAME = systolic_array
export DESIGN_NICKNAME = systolic_array
export VERILOG_FILES = /design/flow/design.v
export SDC_FILE = /design/flow/constraint.sdc
export NUM_CORES = 4
export LEC_CHECK = 1
export CORE_UTILIZATION = 30
</file>
<file path="design/flow/constraint.sdc">
current_design systolic_array

set clk_period 7.1
set clk_io_pct 0.2

create_clock -name clk0 -period $clk_period [get_ports {clk}]

set non_clock_inputs [all_inputs -no_clocks]
set_input_delay [expr $clk_period * $clk_io_pct] -clock clk0 $non_clock_inputs
set_output_delay [expr $clk_period * $clk_io_pct] -clock clk0 [all_outputs]
</file>
<file path="design/flow/design.v">
module processing_element #(parameter DATA_WIDTH = 8) (
    input clk,
    input rst,
    input signed [DATA_WIDTH-1:0] a_in, b_in,
    input signed [2*DATA_WIDTH-1:0] accum_in,
    output reg signed [2*DATA_WIDTH-1:0] accum_out,
    output reg signed [DATA_WIDTH-1:0] a_out, b_out
);
always @(posedge clk or posedge rst) begin
    if (rst) begin
        accum_out <= 0;
        a_out <= 0;
        b_out <= 0;
    end else begin
        accum_out <= accum_in + a_in * b_in;
        a_out <= a_in;
        b_out <= b_in;
    end
end
endmodule
module systolic_array #(parameter DATA_WIDTH = 8, SIZE = 4) (
    input clk,
    input rst,
    input signed [DATA_WIDTH*SIZE*SIZE-1:0] a_in,   
    input signed [DATA_WIDTH*SIZE*SIZE-1:0] b_in,   
    output signed [2*DATA_WIDTH*SIZE*SIZE-1:0] result   
);
wire signed [DATA_WIDTH-1:0] a [0:SIZE-1][0:SIZE-1];
wire signed [DATA_WIDTH-1:0] b [0:SIZE-1][0:SIZE-1];
wire signed [2*DATA_WIDTH-1:0] accum [0:SIZE-1][0:SIZE-1];
generate
    genvar i, j;
    for (i = 0; i < SIZE; i = i + 1) begin
        for (j = 0; j < SIZE; j = j + 1) begin
            assign a[i][j] = a_in[(i * SIZE + j) * DATA_WIDTH +: DATA_WIDTH];
            assign b[i][j] = b_in[(i * SIZE + j) * DATA_WIDTH +: DATA_WIDTH];
        end
    end
endgenerate
generate
    for (i = 0; i < SIZE; i = i + 1) begin
        for (j = 0; j < SIZE; j = j + 1) begin
            if (i == 0) begin
                processing_element #(.DATA_WIDTH(DATA_WIDTH)) pe (
                    .clk(clk), .rst(rst),
                    .a_in(a[i][j]), .b_in(b[i][j]),
                    .accum_in(0),   
                    .accum_out(accum[i][j])
                );
            end else begin
                processing_element #(.DATA_WIDTH(DATA_WIDTH)) pe (
                    .clk(clk), .rst(rst),
                    .a_in(a[i][j]), .b_in(b[i][j]),
                    .accum_in(accum[i-1][j]),   
                    .accum_out(accum[i][j])
                );
            end
        end
    end
endgenerate
generate
    for (i = 0; i < SIZE; i = i + 1) begin
        for (j = 0; j < SIZE; j = j + 1) begin
            assign result[(i * SIZE + j) * 2 * DATA_WIDTH +: 2 * DATA_WIDTH] = accum[i][j];
        end
    end
endgenerate
endmodule
</file>
<file path="design/flow/run.sh">
#!/bin/bash
# OpenROAD 26Q1-2900-gdf79404cd8, Yosys 0.63+post, stock flow scripts
make -C /OpenROAD-flow-scripts/flow DESIGN_CONFIG=/design/flow/config.mk WORK_HOME=/design/flow/orfs finish
</file>
==> reports/README.md <==
| Step | Parameter | This run |
|---|---|---|
| floorplanning | Floorplan Core Area | 166000 sq um |
| final timing | Worst rel slew slack | 55.8% |
| cts | Clock latency at the later pin of the worst-skew pair | 0.60 ns |
| drt | DRT Wirelength | 122 mm |
| cts | CTS-repair resized insts | 0 |
| job | Number of OpenROAD warnings | 37 |
| final timing | Number of failing hold endpoints at the final stage | 0 |
| logic synthesis | Dominant cells by area after synthesis | sky130_fd_sc_hd__fa_1 (43%), sky130_fd_sc_hd__ha_1 (14%), sky130_fd_sc_hd__dfrtp_1 (13%) |
| setup path | Flop2flop setup slack | 2.38 ns |
| job | Max-cap check violation count | 0 |
| hold path | Worst hold endpoint | genblk2[1].genblk1[0].genblk1.pe.accum_out[0]$_DFF_PP0_ |
| cts | Count of clock tree sinks | 256 |
| global route | GR met2 Demand/Resource | 25.5% |
| logic synthesis | Most area-hungry cell type in the Yosys netlist | sky130_fd_sc_hd__fa_1 |
| final timing | RSZ-0062 raised after global routing | false |
| global route | Total gr overflow | 0 |
| drt | Average wire per standard cell | 15.8 microns |
| final timing | Final critical path time including I/O delays and setup | 5.84 ns |
| floorplanning | Initial Utilization | 30.3% |
| place | Routability congestion estimate from global placement | 0.937 |
| final timing | Worst-case clock skew | 0.0175 ns |
| final timing | Tightest Pin Transition | 0.662 ns |
| place | Setup Slack @ Placement | 0.682 ns |
| logic synthesis | Most frequent cell after synthesis | sky130_fd_sc_hd__inv_1 |
| cts | Number of buffers inserted by hold repair at cts | 0 |
| hold path | Worst hold start | genblk2[0].genblk1[0].genblk1.pe.accum_out[0]$_DFF_PP0_ |
| global route | Met3 Usage GRT | 5.31% |
| setup path | Data arrival time at the worst-slack endpoint | 6.30 ns |
| final timing | Max frequency | 171 MHz |
| final layout | Registers with the most flip-flops | genblk2.genblk1.genblk1.pe.accum_out (256) |
| drt | Drt first-iter violations | 1053 |
| drt | Antenna Nets Post-Route | 0 |
| final layout | P&R area growth vs syn | 18.9% |
| cts | Library cell used as clock root buffer | sky130_fd_sc_hd__clkbuf_16 |
| floorplanning | Chip footprint | 169000 sq um |
| cts | Clk pin slew, worst setup/hold paths | 0.06 ns |
| floorplanning | Width of the die | 411 microns |
| global route | Met1 track demand over resource | 20.7% |
| logic synthesis | Sequential-to-total area share from yosys stat | 12.7% |
| logic synthesis | Number of synthesized flops with an enable pin | 0 |
| drt | Vias/cell | 4.33 |
| drt | Vias after detailed routing | 33315 |
| floorplanning | Die Span Y | 411 microns |
| drt | Post-route DRC | 0 |
| setup path | Top fanout value on the critical path | 8 |
| cts | CTS tree | built |
| outcome | Run status | complete, no violations |
| place | HPWL after DPL | 108 mm |
| global route | Overall track demand over capacity in global routing | 15.8% |
| floorplanning | Row count | 149 |
| final timing | Final Max-Slew Violation Tally | 0 |
| global route | Maximum number of pins on one net before global-route repair | 97 |
| final layout | Flip-flop count of the largest register after layout | 256 |
| cts | Deepest level of the CTS H-tree | 2 |
| hold path | Number of instances on the worst hold path | 1 |
| setup path | CP required | 7.57 ns |
| logic synthesis | Synthesized cell area | 50300 sq um |
| setup path | Start-to-end type of the worst setup path | in -> reg |
| logic synthesis | Number of warning messages in the yosys log | 2 |
| logic synthesis | Chip area in the Yosys report | 50300 sq um |
| final timing | Final period utilization | 82.2% |
| setup path | Cell type of the slowest stage on the worst timing path | sky130_fd_sc_hd__clkdlybuf4s50_1 |
| setup path | Worst r2r dst | genblk2[2].genblk1[2].genblk1.pe.accum_out[14]$_DFF_PP0_ |
| logic synthesis | Yosys cell types | 56 |
| final timing | Final setup margin | 1.27 ns |
| setup path | Capturing element type of the critical path | register |
| final layout | Most flop-heavy register | genblk2.genblk1.genblk1.pe.accum_out |
| cts | Maximum buffer depth of the clock tree | 3 |
| global route | Initial antenna violation count | 27 |
| place | Count of buffers from port buffering | 513 |
| logic synthesis | Synth async-reset ratio | 100% |
| global route | First-pass GRT wire length | 199 mm |
| setup path | Maximum single-stage delay on the critical path | 0.71 ns |
| logic synthesis | Post-Synthesis Mean Instance Area | 10.3 sq um |
| logic synthesis | Cells in synth_stat.txt | 4878 |
| logic synthesis | Post-synth top area share | 42.7% |
| logic synthesis | Dominant register cell | sky130_fd_sc_hd__dfrtp_1 |
| cts | # Post-CTS Setup Buffers | 0 |
| setup path | Worst Reg-to-Reg Cells | 16 |
| drt | Iteration count of the initial detailed-routing pass | 7 |
| setup path | Kind of start point of the critical path | input pin |
| logic synthesis | Synth Instances | 4878 |
| final timing | Final setup violation count | 0 |
| setup path | Startpoint of the worst register-to-register path | genblk2[1].genblk1[2].genblk1.pe.accum_out[6]$_DFF_PP0_ |
| final timing | Final sum of negative setup slack | 0 ns |
| global route | Vias in the first global route | 36459 |
| hold path | Classification of the worst-slack hold path | reg -> reg |
| setup path | Cell chain of the critical path | clkdlybuf4s50_1 -> and2_1 -> fa_1 -> fa_1 -> fa_1 -> fa_1 -> ha_1 -> ha_1 -> nand3_1 -> o2111ai_2 -> a211o_1 -> a31oi_1 -> o21ai_1 -> xnor2_1 |
| final layout | Layout cells sized above 1 | 2.23% |
| logic synthesis | List of most frequent post-synthesis cells | sky130_fd_sc_hd__inv_1 (1121), sky130_fd_sc_hd__fa_1 (1072), sky130_fd_sc_hd__ha_1 (560) |
| logic synthesis | Registers, synthesis | 256 |
| cts | Number of buffers added by the clock tree synthesis step | 43 |
| global route | Peak-usage layer in the global routing report | met2 |
| floorplanning | I/O pin count | 514 |
| setup path | CP dominant cell by count | sky130_fd_sc_hd__fa_1 |
cell usage in the layout (no fill, tap or decap), types with 26 or more instances in the layout:
cell,n
sky130_fd_sc_hd__nand2_1,381
sky130_fd_sc_hd__o21bai_1,26
sky130_fd_sc_hd__and2_1,549
sky130_fd_sc_hd__a21oi_1,82
sky130_fd_sc_hd__clkdlybuf4s50_1,513
sky130_fd_sc_hd__o21a_1,28
sky130_fd_sc_hd__nand2b_1,38
sky130_fd_sc_hd__fa_1,1072
sky130_fd_sc_hd__nor2_1,177
sky130_fd_sc_hd__xnor2_1,267
sky130_fd_sc_hd__xor2_1,40
sky130_fd_sc_hd__inv_1,1120
sky130_fd_sc_hd__a21o_1,29
sky130_fd_sc_hd__clkbuf_16,45
sky130_fd_sc_hd__dfrtp_1,256
sky130_fd_sc_hd__ha_1,560
sky130_fd_sc_hd__o21ai_0,55
layout make-up:
class / instances / area [sq um]
clock buffers: 52 / 1180
multi-input cells: 3483 / 39600
diodes: 20 / 50.0
fillers: 16256 / 106000
clock inverters: 23 / 290
well taps: 2189 / 2740
flip-flops and latches: 256 / 6410
inverters: 1132 / 4250
repair buffers: 531 / 5280
routing by layer:
layer | part of all wire, % | routed length (microns)
met5 | 0.046 | 56
met1 | 40 | 48700
met3 | 7.7 | 9370
met2 | 49 | 59600
met4 | 3.2 | 3940
through the flow:
| stage | cells | hold WS [ns] | utilization (%) | cell area, sq um |
|---|---|---|---|---|
| 6_report | 7686 | 0.503 | 36.1 | 59800 |
| 3_3_place_gp | 7591 | 0.496 | 35.2 | 58300 |
| 2_1_floorplan | 4878 | 0.456 | - | 50300 |
| 4_1_cts | 7666 | 0.505 | 36.1 | 59800 |
| 3_5_place_dp | 7591 | 0.497 | 35.2 | 58300 |
| 5_1_grt | 7685 | 0.505 | 36.1 | 59800 |
worst max-delay path: cells and delay by family:
kind,cells,cell delay (ns)
xor+xnor,1,0.14
fa+ha+maj,6,2.60
simple gates,2,0.59
compound gates,4,0.83
buf+inv,1,0.71
kinds of logic (layout without fill, tap and decap cells):
logic type | count (synthesis) | after routing | synth area share (%)
AOI/OAI and AO/OA | 327 | 327 | 4.45
xor gates and xnor gates | 307 | 307 | 5.35
adders and majority gates | 1632 | 1632 | 56.6
buffers and inverters | 1139 | 1738 | 8.50
DFF | 256 | 256 | 12.7
other | 0 | 20 | 0
and+or+nand+nor | 1217 | 1217 | 12.3
worst max-delay path by stage:
stage / end / startpoint
after CTS: genblk2[1].genblk1[2].genblk1.pe.accum_out[15]$_DFF_PP0_ / b_in[49]
after global routing: genblk2[1].genblk1[2].genblk1.pe.accum_out[15]$_DFF_PP0_ / b_in[49]
final: genblk2[1].genblk1[2].genblk1.pe.accum_out[15]$_DFF_PP0_ / b_in[49]
