`flow/design.v`:
```
module seven_segment_display(
    input clk,                
    input [3:0] sw,           
    output reg [7:0] an,      
    output reg [6:0] seg,     
    output reg [3:0] led      
);
    reg [31:0] hex_digits;    
    reg [3:0] digit;          
    reg [2:0] anode_index;    
    reg [16:0] clk_div;       
    always @(posedge clk) begin
        clk_div <= clk_div + 1;
    end
    always @(posedge clk) begin
        case (sw)
            4'b0001: begin hex_digits <= 32'h0D0E0F10; led <= 4'b0001; end   
            4'b0010: begin hex_digits <= 32'h01020304; led <= 4'b0010; end   
            4'b0100: begin hex_digits <= 32'h000D001C; led <= 4'b0100; end   
            4'b1000: begin hex_digits <= 32'h002D0040; led <= 4'b1000; end   
            default: begin hex_digits <= 32'hFFFFFFFF; led <= 4'b0000; end   
        endcase
    end
    always @(posedge clk_div[15]) begin   
    an <= 8'b11111111;   
    an[7 - anode_index] <= 0;   
    if (anode_index == 7)
        digit <= hex_digits[31:28];   
    else
        digit <= hex_digits[(6 - anode_index) * 4 +: 4];   
    seg <= hex_to_7seg(digit);  
    anode_index <= anode_index + 1;   
end
    function [6:0] hex_to_7seg;
        input [3:0] digit;
        begin
            case (digit)
                4'h0: hex_to_7seg = 7'b1000000;  
                4'h1: hex_to_7seg = 7'b1111001;  
                4'h2: hex_to_7seg = 7'b0100100;  
                4'h3: hex_to_7seg = 7'b0110000;  
                4'h4: hex_to_7seg = 7'b0011001;  
                4'h5: hex_to_7seg = 7'b0010010;  
                4'h6: hex_to_7seg = 7'b0000010;  
                4'h7: hex_to_7seg = 7'b1111000;  
                4'h8: hex_to_7seg = 7'b0000000;  
                4'h9: hex_to_7seg = 7'b0010000;  
                4'hA: hex_to_7seg = 7'b0001000;  
                4'hB: hex_to_7seg = 7'b0000011;  
                4'hC: hex_to_7seg = 7'b1000110;  
                4'hD: hex_to_7seg = 7'b0100001;  
                4'hE: hex_to_7seg = 7'b0000110;  
                4'hF: hex_to_7seg = 7'b0001110;  
                default: hex_to_7seg = 7'b1111111;  
            endcase
        end
    endfunction
endmodule
module top_module (
    input wire clk,              
    input wire [3:0] sw,         
    output wire [3:0] led,       
    output [7:0] an,             
    output [6:0] seg             
);
    reg [31:0] hex_values;        
    reg [3:0] led_reg;            
    always @(posedge clk) begin
        case (sw)
            4'b0001: begin
                led_reg <= 4'b0001;
                hex_values <= 32'h0D0E0F10;  
            end
            4'b0010: begin
                led_reg <= 4'b0010;
                hex_values <= 32'h01020304;  
            end
            4'b0100: begin
                led_reg <= 4'b0100;
                hex_values <= 32'h000D001C;  
            end
            4'b1000: begin
                led_reg <= 4'b1000;
                hex_values <= 32'h002D0040;  
            end
            default: begin
                led_reg <= 4'b0000;
                hex_values <= 32'h00000000;  
            end
        endcase
    end
    wire [3:0] led_internal;
    seven_segment_display display_unit (
        .clk(clk),
        .sw(sw),
        .an(an),
        .led(led_internal),    
        .seg(seg)
    );
    assign led = led_reg;   
endmodule
```
`flow/run.sh`:
```
#!/bin/bash
# OpenROAD 26Q1-2900-gdf79404cd8, Yosys 0.63+post, stock flow scripts
make -C /OpenROAD-flow-scripts/flow DESIGN_CONFIG=/design/flow/config.mk WORK_HOME=/design/flow/orfs finish
```
`flow/config.mk`:
```
export PLATFORM = sky130hd
export DESIGN_NAME = top_module
export DESIGN_NICKNAME = top_module
export VERILOG_FILES = /design/flow/design.v
export SDC_FILE = /design/flow/constraint.sdc
export NUM_CORES = 4
export LEC_CHECK = 1
export CORE_UTILIZATION = 30
```
`flow/constraint.sdc`:
```
current_design top_module

set clk_period 3.8
set clk_io_pct 0.2

create_clock -name clk0 -period $clk_period [get_ports {clk}]

set non_clock_inputs [all_inputs -no_clocks]
set_input_delay [expr $clk_period * $clk_io_pct] -clock clk0 $non_clock_inputs
set_output_delay [expr $clk_period * $clk_io_pct] -clock clk0 [all_outputs]
```
==> impl_metrics.env <==
# yosys + openroad results
export IMPL_grt_first_pass_wirelength_mm=5.48
export IMPL_final_weighted_congestion_of_routability_driven_global_placement=0.796
export IMPL_timing_max_transition_violations_final=0
export IMPL_cts_clk_slew_worst_paths_ns=0.06
export IMPL_setup_total_negative_slack_ns=0
export IMPL_ctsHtreeMaxLevel=2
export IMPL_worst_ep_required_time_ns=3.94
export IMPL_coreArea_um2=6460
export IMPL_worst_slew_pin_slew_ns=0.647
export IMPL_drtIter0Drc=66
export IMPL_largest_reg_flops=16
export IMPL_cts_tree="done"
export IMPL_postSynthRegisterBits=51
export IMPL_reg2reg_from="display_unit.clk_div[2]"
export IMPL_crit_chain="clkdlybuf4s50_1 > nor4b_1 > or2_2 > nor2_1"
export IMPL_via_per_inst=4.45
export IMPL_timing_final_crit_period_ns=2.02
export IMPL_met3_usage=0.0249
export IMPL_untimed_endpoints=37
export IMPL_max_freq_ghz=0.495
export IMPL_static_leakage_power_nw=0.964
export IMPL_floorplan_io_pins=24
export IMPL_postSynth_topFlopCell="sky130_fd_sc_hd__dfxtp_1"
export IMPL_ir_worst_vdd_uv=221
export IMPL_area_delta_synth_final_pct=18.1
export IMPL_min_delay_path_class="reg -> reg"
export IMPL_reg2reg_depth=4
export IMPL_number_of_rows_created_at_floorplan=29
export IMPL_critPathKind="in -> reg"
export IMPL_finalClockPeriodUsage=0.532
export IMPL_startpoint_kind_of_the_worst_setup_timing_path="input pin"
export IMPL_netlist_instances=202
export IMPL_postRouteAntennaNets=0
export IMPL_most_common_cell="sky130_fd_sc_hd__dfxtp_1"
export IMPL_number_of_warnings_in_the_stage_logs=31
export IMPL_globalRoute_busiestLayer="met1"
export IMPL_timing_clock_skew_ns=0.00207
export IMPL_count_of_unclocked_register_or_latch_pins=22
export IMPL_cts_root_buffer="sky130_fd_sc_hd__clkbuf_8"
export IMPL_synth_yosys_chip_area_um2=2050
export IMPL_outcome="complete, no violations"
export IMPL_fraction_of_layout_instances_using_a_drive_strength_above_1=0.0759
export IMPL_fp_dieArea_um2=7170
export IMPL_complex_gate_fraction_of_the_synthesized_area=0.0696
export IMPL_largest_register="display_unit.clk_div"
export IMPL_clock_path_buffers=2
export IMPL_met1_usage=0.146
export IMPL_cts_buffers_inserted=5
export IMPL_cp_slowest_stage_delay_ns=0.58
export IMPL_drt_wirelength_per_cell_um=10.2
export IMPL_design_power_total_mw=0.565
export IMPL_die_height_um=84.7
export IMPL_grt_pass1_vias=1197
export IMPL_grt_setup_unrepaired="no"
export IMPL_half_perimeter_wire_length_after_placement_mm=2.19
export IMPL_chip_width_um=84.7
export IMPL_slowest_stage="sky130_fd_sc_hd__nor4b_1"
export IMPL_yosys_area_share_xor_xnor=0.0806
export IMPL_relSlewSlack=0.568
export IMPL_global_route_usage_total=0.0933
export IMPL_hold_start="display_unit.clk_div[12]"
export IMPL_clk_latency_ns=0.27
export IMPL_grt_antenna_before_repair=0
export IMPL_worst_path_fanout_max=6
export IMPL_global_route_overflow_total=0
export IMPL_groute_layer_met2_usage=0.135
export IMPL_fa_ha_area_frac=0.0611
export IMPL_post_cts_resized_instances=0
export IMPL_drt_pre_antenna_iters=12
export IMPL_edf_count=0
export IMPL_route_final_wire_length_mm=3.08
export IMPL_simple_gate_area_frac=0.210
export IMPL_finalHoldViolCount=0
export IMPL_layout_top_registers="display_unit.clk_div: 16 flops, display_unit.hex_digits: 9 flops, display_unit.an: 8 flops"
export IMPL_startpoint="sw[3]"
export IMPL_insertedDiodeCount=0
export IMPL_synth_area_top_cells="sky130_fd_sc_hd__dfxtp_1 50%, sky130_fd_sc_hd__ha_1 6.1%, sky130_fd_sc_hd__xnor2_1 4.7%"
export IMPL_cts_setup_buffers=0
export IMPL_remaining_drc_errors=0
export IMPL_synth_yosys_seq_area_share=0.498
export IMPL_post_synth_mux_share=0.0482
export IMPL_power_density_nw_per_um2=233
export IMPL_fp_util=0.317
export IMPL_yosys_area_top_type="sky130_fd_sc_hd__dfxtp_1"
export IMPL_setup_reg_to_reg_worst_slack_ns=2.39
export IMPL_synth_top_cells_by_count="51 x sky130_fd_sc_hd__dfxtp_1, 18 x sky130_fd_sc_hd__nor2_1, 15 x sky130_fd_sc_hd__nand2_1"
export IMPL_r2r_end="display_unit.clk_div[15]"
export IMPL_setup_viol=0
export IMPL_detailed_route_via_count=1338
export IMPL_ys_async_sr_fraction=0
export IMPL_hold_path_end="display_unit.clk_div[12]"
export IMPL_hold_buffers=0
export IMPL_post_synth_instance_area_um2=2050
export IMPL_timing_hold_worst_path_depth=1
export IMPL_synth_yosys_warnings=2
export IMPL_buffer_ports_inserted=23
export IMPL_pin_count_of_the_biggest_net_entering_global_routing=24
export IMPL_synth_cells_yosys=202
export IMPL_cap_viol_max_count=0
export IMPL_worstPathArrival_ns=2.16
export IMPL_avg_inst_size_synth_um2=10.1
export IMPL_synth_distinct_cells=42
export IMPL_synth_largest_type_area_fraction=0.498
export IMPL_cp_end_kind="flip-flop"
export IMPL_synth_comb_largest_family="simple AND/OR/NAND/NOR gates"
[logic make-up (layout without fill, tap and decap cells)]
family,Yosys count,after routing
AND/OR/NAND/NOR,79,79
XOR/XNOR,18,18
AND-OR/OR-AND,19,19
adder cells (fa/ha/maj),10,10
flip-flops,51,51
multiplexers,8,8
buffers and inverters,17,39
[critical path: cells and delay by family]
| family | cells | cell delay [ns] |
|---|---|---|
| and+or+nand+nor | 3 | 0.88 |
| buffers and inverters | 1 | 0.51 |
[per-layer routing]
layer	up-vias	part of all wire
met2	24	0.39
met3	5	0.032
met1	577	0.56
li1	732	-
met4	0	0.018
met5	-	0
[placed cells by master (no fill, tap or decap), types with 5 or more instances in the layout]
cell type	n
sky130_fd_sc_hd__dfxtp_1	51
sky130_fd_sc_hd__clkdlybuf4s50_1	23
sky130_fd_sc_hd__nor2_1	18
sky130_fd_sc_hd__nand2_1	15
sky130_fd_sc_hd__xnor2_1	11
sky130_fd_sc_hd__nand3_1	11
sky130_fd_sc_hd__inv_1	10
sky130_fd_sc_hd__ha_1	10
sky130_fd_sc_hd__xor2_1	6
sky130_fd_sc_hd__nor2b_1	6
sky130_fd_sc_hd__mux2i_1	5
sky130_fd_sc_hd__nor3_1	5
sky130_fd_sc_hd__clkbuf_8	5
[area by class of cell]
type                            instances  area [µm²]
Clock buffer                            5        68.8
Multi-Input combinational cell        134         962
Inverter                               10        37.5
Timing Repair Buffer                   23         230
Sequential cell                        51        1020
Clock inverter                          1        5.00
Tap cell                               77        96.3
Fill cell                             655        4040
[worst max path at each step]
| stage | end | slack [ns] |
|---|---|---|
| after CTS | display_unit.hex_digits[3] | 1.78 |
| after global routing | display_unit.hex_digits[21] | 1.70 |
| final | display_unit.hex_digits[3] | 1.78 |
[report_power, final]
group	internal (mW)	switching (mW)	total (mW)
sequential	0.311	0.00398	0.315
clock	0.120	0.103	0.223
combinational	0.0160	0.0107	0.0266
[stage by stage]
stage / instance area (µm²) / hold WS [ns] / cells / utilization / setup slack (ns)
finish: 2420 / 0.458 / 301 / 0.375 / 1.78
global placement: 2350 / 0.448 / 295 / 0.363 / 1.56
detailed placement: 2350 / 0.448 / 295 / 0.363 / 1.52
floorplan: 2050 / 0.425 / 202 / - / 2.22
CTS: 2420 / 0.459 / 301 / 0.375 / 1.78
global route: 2420 / 0.474 / 301 / 0.375 / 1.70
